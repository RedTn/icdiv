--- ./config.mk ---
export PLATFORM = sky130hd
export DESIGN_NAME = divider
export DESIGN_NICKNAME = divider
export VERILOG_FILES = /design/flow/design.v
export SDC_FILE = /design/flow/constraint.sdc
export NUM_CORES = 4
export LEC_CHECK = 1
export CORE_UTILIZATION = 50
--- ./constraint.sdc ---
current_design divider

set clk_period 3.9
set clk_io_pct 0.2

create_clock -name clk0 -period $clk_period [get_ports {clk}]

set non_clock_inputs [all_inputs -no_clocks]
set_input_delay [expr $clk_period * $clk_io_pct] -clock clk0 $non_clock_inputs
set_output_delay [expr $clk_period * $clk_io_pct] -clock clk0 [all_outputs]
--- ./design.v ---
module controller(load,
                   add,
                   shift,
                   inbit,
                   sel,
		   valid,
                   start,
                   sign, 
                   clk,
                   reset);
output load;
output add;
output shift;
output inbit;
output [1:0] sel;
output valid;   
input start;
input sign;
input clk;
input reset;
reg load;
reg add;
reg shift;
reg inbit;
reg [1:0]sel;
wire valid;
reg [1:0] curr_state_s1;   
reg [1:0] next_state_s1;   
reg [4:0] counter;
reg [4:0] counter_next;
parameter s0 = 0, s1 = 1, s2 = 2, s3 = 3;
always@(curr_state_s1) begin
case (curr_state_s1)
	s0: begin
		load <= 1'b1;
		sel <= 2'b10;		
		shift <= 1'b1;
		inbit <= 1'b0;
		add <= 1'bx;
		counter <= 5'b00000;
		end
	s1: begin
		load <= 1'b0;
		sel <= 2'b01;
		shift <= 1'b0;
		inbit <= 1'bx;
		add <= 1'b0;
		end
	s2: begin
		load <= 1'b0;
		sel <= 2'b01;
		shift <= 1'b1;
		inbit <= 1'b0;
		add <= 1'b1;
		end
	default: begin
		load <= 1'b0;
		sel <= 2'b11;
		shift <= 1'b1;
		inbit <= 1'b1;
		add <= 1'bx;
		end
endcase
end
always @(posedge clk or posedge reset) begin
	if (reset) begin
		curr_state_s1 <= 2'b00;
	end
	else begin
	if(counter < 5'b10010)
	counter <= counter + 1;
	else 
	counter <= 5'b00000;
		case (curr_state_s1)
	s0: if(start)
		curr_state_s1 <= s0;
		else
		curr_state_s1 <= s1;
	s1:  if(start)
		curr_state_s1 <= s0;
		else if(sign)
		curr_state_s1 <= s2;
		else
		curr_state_s1 <= s3;
	s2: if(start)
		curr_state_s1 <= s0;
		else
		curr_state_s1 <= s1;
	default: if(start)
		curr_state_s1 <= s0;
		else
		curr_state_s1 <= s1;
endcase
	end
end
assign valid = (counter == 5'b10010) ? 1'b1:1'b0;
endmodule
module datapath(remainder, 
                quotient, 
                sign,
                divisorin,
                dividendin,
                load,
                add,
                shift,
                inbit,
                sel,
                clk,
                reset);
output [6:0] remainder;
output [7:0] quotient;
output sign;
input [6:0] divisorin;
input [7:0] dividendin;
input load;
input add;
input shift;
input inbit;
input [1:0] sel;
input clk;
input reset;
reg [15:0] shiftout;
reg [7:0] divisorout;
reg [15:0] remainout;
reg [7:0] addout;
reg sign;
reg [15:0] muxout;
wire [6:0] remainder;
wire [7:0] quotient;
always @(posedge clk or posedge reset) begin
	if(reset) begin
		divisorout <= 0;
		remainout <= 0;
	end
	else begin
	if(load) begin
		divisorout <= 	{1'b0, divisorin};
	end
	remainout <= shiftout;
	end
end
always @(divisorout or remainout[15:8] or add) begin
if (add == 1'b1) begin
addout = remainout[15:8] + divisorout;
sign = addout[7];
end
else if(add == 1'b0) begin
addout = remainout[15:8] - divisorout;
sign = addout[7];
end
end
always @(sel or dividendin or addout or remainout) begin
if(sel == 2'b10)
muxout <= {8'b00000000, dividendin};
else if(sel == 2'b01)
muxout <= {addout, remainout[7:0]};
else if (sel == 2'b11)
muxout <= remainout;
end
always @(shift or muxout) begin
if(shift)
	shiftout <= {muxout[14:0] , inbit};
else if(!shift)
	shiftout <= muxout;
end
assign remainder = remainout[15:9];
assign quotient = remainout[7:0];
endmodule
module divider(
         remainder,
         quotient,
	 valid,
         divisorin,
         dividendin,
         start,
         clk,
         reset);
output [6:0] remainder;
output [7:0] quotient;
output valid;  
input [6:0] divisorin;
input [7:0] dividendin;
input start;
input clk;
input reset;
wire load;
wire add;
wire shift;
wire inbit;
wire [1:0] sel;
wire valid;
wire sign;
wire [6:0] remainder;
wire [7:0] quotient;
controller controller0(.load(load),
				.add(add),
				.shift(shift),
				.inbit(inbit),
				.sel(sel),
				.valid(valid),
				.start(start),
				.sign(sign),
				.clk(clk),
				.reset(reset));
datapath datapath0(.remainder(remainder),
				.quotient(quotient),
				.sign(sign),
				.divisorin(divisorin),
				.dividendin(dividendin),
				.load(load),
				.add(add),
				.shift(shift),
				.inbit(inbit),
				.sel(sel),
				.clk(clk),
				.reset(reset));
endmodule
--- ./run.sh ---
#!/bin/bash
# OpenROAD 26Q1-2900-gdf79404cd8, Yosys 0.63+post, stock flow scripts
make -C /OpenROAD-flow-scripts/flow DESIGN_CONFIG=/design/flow/config.mk WORK_HOME=/design/flow/orfs finish
==> qor.rpt <==
==============================================================================
Gpl congestion                                                           0.816
FP Util                                                                  52.1%
Slew Viols, Final                                                            0
Post-route antenna net violation count                                       0
Area leader share                                                        28.7%
Critical path's slowest cell                                      sky130_fd_sc_hd__dfrtp_1
Layout cell share with drive strength beyond 1                           13.4%
Number of vias in the routed layout                                       1622
Result of the run                                                    completed
Routed via count divided by cell count                                    5.18
Slack of the worst reg-to-reg path                                     1.08 ns
CTS tree                                                                 built
Post-synth tally of flip-flops with integrated enable                        0
Part of the cycle the worst path needs                                   72.3%
Ys async rst share                                                       62.8%
Post-CTS setup-driven buffer insertion count                                 0
CP Buf/Inv Count                                                             0
Buffers added on ports                                                      32
Critical Path Stages                                                        10
Max Clock Freq                                                         355 MHz
Yosys stat chip area                                                2270 sq um
Antenna Diode Count                                                          0
Req. time, crit path                                                   4.12 ns
Max Cap Viol                                                                 0
Worst path top cell family by delay                                adder cells
Cells along the critical path                                     ha_1 > fa_1 > nor3b_1 > o311ai_0 > nand4_1 > xnor2_1 > mux2i_1 > o21ai_0 > dlxtn_1 > mux2_2
Startpoint of the worst register-to-register path                 datapath0.remainout[8]
Reported leakage power                                                 1.18 nW
Delay of the slowest critical-path stage                               0.43 ns
Most common logic cells in the final layout                       sky130_fd_sc_hd__clkdlybuf4s50_1 (32), sky130_fd_sc_hd__dfrtp_1 (26), sky130_fd_sc_hd__mux2_2 (24), sky130_fd_sc_hd__o21ai_0 (20), sky130_fd_sc_hd__conb_1 (17)
Post-Route Setup TNS                                                      0 ns
Worst-margin pin slew                                                 0.809 ns
Wire length of the first global-routing pass                           7320 um
Most numerous logic cell after layout                             sky130_fd_sc_hd__clkdlybuf4s50_1
Final routed wirelength across all metal layers                        4150 um
Worst max-slew margin expressed relative to the limit                    46.1%
Critical path class                                               flip-flop to flip-flop
Path category of the worst min-delay check                        flip-flop to flip-flop
Switching share of power                                                 33.1%
Flops & latches, synth                                                      43
Placed Instances                                                           309
Clock Tree Root                                                   sky130_fd_sc_hd__clkbuf_8
Global routing usage summed across all routing layers                    19.6%
Drt initial violations                                                      91
Worst voltage drop across the vdd grid                                  129 uV
Fill count                                                                 396
Number of register pins that no clock reaches                               16
Critical Path Start Type                                             flip-flop
Power density over the cells                                       343 nW/um^2
Avg WL per Cell                                                        13.3 um
End of the worst register-to-register path                        datapath0.remainout[14]
Cell count after synthesis                                                 234
Synth Flop Type                                                   sky130_fd_sc_hd__dfrtp_1
Number of unconstrained endpoints                                           16
Part of the power in combinational logic                                 37.8%
Minimum period implied by the final worst setup slack                  2.82 ns
Internal power consumption                                              598 uW
Fin. Hold Viols                                                              0
Top cells, area                                                   sky130_fd_sc_hd__dfrtp_1 (29%), sky130_fd_sc_hd__mux2_2 (12%), sky130_fd_sc_hd__dlxtn_1 (11%)
CP Data Arrival Time                                                   3.04 ns
Average footprint of a synthesized cell                             9.69 sq um
CTS H-tree depth                                                             1
Pwr Total                                                               894 uW
Initial antenna violation count                                              0
Std-Cell Core Area                                                  4350 sq um
Clock buffer count from CTS                                                  3
Type of element capturing the critical path                          flip-flop
Setup repair after global routing missed its margin                         no
Largest fanout of any net on the critical path                               4
Width of the die                                                       69.4 um
Number of cell instances on the worst register-to-register path             10
Clock transition at the registers of the reported paths                0.10 ns
Iteration count of the initial detailed-routing pass                         4
Share of power burned in the clock network                               18.2%
Hold-fix buffers, CTS                                                        0
Cells resized by post-CTS repair                                             0
Ports placed on the boundary                                                34
Pin count of the biggest net entering global routing                        29
Detailed placer's ending HPWL                                          3050 um
Setup Skew                                                          0.00379 ns
Height of the chip                                                     69.4 um
Count of instantiated cells in the yosys netlist                           234
Share of total power in sequential cells                                 44.0%
Post-synthesis instance area                                        2270 sq um
Reported net switching power                                            296 uW
Area Overhead vs Synth                                                   14.9%
Non-filler cells, final                                                    313
Number of design rule violations left after detail routing                   0
Final-layout worst hold slack                                         0.470 ns
Critical path origin                                              datapath0.remainout[8]
Number of failing setup endpoints in the final timing report                 0
Total congestion overflow after global routing                               0
Yosys cell types                                                            45
Warning count from the yosys run                                            12
CTS Buffer Depth                                                             2
Synth area leader                                                 sky130_fd_sc_hd__dfrtp_1
Row count                                                                   24
Clock network latency to the later pin of the worst-skew pair          0.27 ns
Number of warnings in the stage logs                                        34
Chip Area                                                           4810 sq um
Via count of the first global-routing pass                                1543
CP Capture Point                                                  datapath0.remainout[14]
==============================================================================
==> through the flow <==
step                      cell area (sq um)  utilization [%]  worst slack, ns
after global routing                   2610             59.9            0.747
after floorplan                        2330                -             1.39
after CTS                              2610             59.9             1.04
after detailed placement               2560             58.8             1.08
final                                  2610             59.9             1.08
after global placement                 2560             58.8             1.10
==> per-layer routing <==
metal	GRT usage [%]	share of wire, %
met1	33.4	50
met5	0	0
met3	4.28	5.4
met2	28.2	44
met4	1.59	0.58
==> state kept, by name, indices dropped and copies added (netlist names) <==
register / flops
datapath0.divisorout: 7
datapath0.muxout: 16
controller0.curr_state_s1: 4
datapath0.remainout: 16
==> worst reg2reg max path, delay by kind of cell (launching register included) <==
family | cells | cell delay (ns)
muxes | 2 | 0.23
adders and majority gates | 2 | 0.64
latches | 1 | 0.38
and+or+nand+nor | 2 | 0.34
xor gates and xnor gates | 1 | 0.18
DFF | 1 | 0.43
AOI/OAI and AO/OA | 2 | 0.58
==> cells by family after synthesis <==
| family | synth area share [%] |
|---|---|
| muxes | 12.4 |
| xor gates and xnor gates | 2.32 |
| AOI/OAI and AO/OA | 12.2 |
| latches | 10.6 |
| and+or+nand+nor | 13.1 |
| adders and majority gates | 10.0 |
| DFF | 29.8 |
| buffers and inverters | 9.43 |
| other | 0.165 |
==> power by group through the flow <==
stage | combinational, mW | clock (mW) | sequential (mW)
6_report | 0.338 | 0.163 | 0.393
5_1_grt | 0.383 | 0.182 | 0.404
4_1_cts | 0.341 | 0.170 | 0.394
==> synthesized netlist by cell type, types with 2 or more instances <==
master and instances:
sky130_fd_sc_hd__a21oi_1 9, sky130_fd_sc_hd__nor2_1 13, sky130_fd_sc_hd__nor3_1 4, sky130_fd_sc_hd__nand3_1 8
sky130_fd_sc_hd__o21ai_0 20, sky130_fd_sc_hd__a211oi_1 2, sky130_fd_sc_hd__buf_4 16, sky130_fd_sc_hd__dlxtn_1 16
sky130_fd_sc_hd__ha_1 15, sky130_fd_sc_hd__dfrtp_1 26, sky130_fd_sc_hd__mux2_2 24, sky130_fd_sc_hd__nand2_1 13
sky130_fd_sc_hd__clkbuf_1 6, sky130_fd_sc_hd__nor3b_1 2, sky130_fd_sc_hd__nor2b_1 5, sky130_fd_sc_hd__inv_1 14
sky130_fd_sc_hd__fa_1 2, sky130_fd_sc_hd__o22ai_1 2, sky130_fd_sc_hd__or3_1 2, sky130_fd_sc_hd__xor2_1 2
sky130_fd_sc_hd__xnor2_1 4, sky130_fd_sc_hd__nand2b_1 4, sky130_fd_sc_hd__buf_2 3
==> cell type report <==
class,instances,area [sq um],area share [%]
sequential,43,917,35.2
clock inverter,1,5.00,0.192
inverter,14,52.6,2.02
clock buffer,3,41.3,1.58
timing repair buffer,33,328,12.6
tap,52,65.1,2.50
multi-input combinational,167,1200,45.9
==> how the worst min path moves through the flow <==
stage / from / endpoint / slack, ns / cells after the start
CTS: controller0.curr_state_s1[3] / controller0.curr_state_s1[2] / 0.47 / 2
global route: controller0.curr_state_s1[3] / controller0.curr_state_s1[2] / 0.56 / 2
finish: controller0.curr_state_s1[3] / controller0.curr_state_s1[2] / 0.47 / 2
No activity file was given, so power comes from the tool's default toggle rates.
